**design/flow/design.v**
```verilog
module HexTo7SegmentDecoder (
    input  [3:0] hex,        
    input        dp,         
    input        enable,     
    output reg [7:0] seg     
);
    always @(*) begin
        if (enable) begin
            case (hex)
                4'h0: seg[6:0] = 7'b0000001;
            4'h1: seg[6:0] = 7'b1001111;
            4'h2: seg[6:0] = 7'b0010010;
            4'h3: seg[6:0] = 7'b0000110;
            4'h4: seg[6:0] = 7'b1001100;
            4'h5: seg[6:0] = 7'b0100100;
            4'h6: seg[6:0] = 7'b0100000;
            4'h7: seg[6:0] = 7'b0001111;
            4'h8: seg[6:0] = 7'b0000000;
            4'h9: seg[6:0] = 7'b0000100;
				4'hA: seg[6:0] = 7'b0001000;
            4'hB: seg[6:0] = 7'b1100000;
            4'hC: seg[6:0] = 7'b0110001;
            4'hD: seg[6:0] = 7'b1000010;
            4'hE: seg[6:0] = 7'b0110000;
            4'hF: seg[6:0] = 7'b0111000;
                default: seg[6:0] = 7'b1111111;  
            endcase
            seg[7] = dp;
        end else begin
            seg = 8'b11111111;
        end
    end
endmodule
module ClockDivider (
    input wire clk_in,       
    input wire nReset,       
    output reg clk_out       
);
    parameter DIV_FACTOR = 12_500_000;  
    reg [24:0] counter;  
    always @(posedge clk_in or negedge nReset) begin
        if (!nReset) begin
            counter <= 0;
            clk_out <= 0;
        end else begin
            if (counter == DIV_FACTOR - 1) begin
                counter <= 0;
                clk_out <= ~clk_out;  
            end else begin
                counter <= counter + 1;
            end
        end
    end
endmodule
module VMC (
    input wire CLOCK,           
    input wire nRESET,          
    input wire START,           
    input wire OK,              
    input wire CANCEL,          
    input wire SELECT,          
    input wire COIN_1,         
    input wire COIN_5,         
    input wire COIN_10,        
    output wire [2:0] ITEM,     
    output reg DISPENSE,        
    output reg C1,              
    output reg C5,             
    output reg C10,
    output wire [7:0] DBG_COST,
    output wire [7:0] DBG_PAID,
    output wire [7:0] DBG_CHANGE
);
    localparam [2:0] 
        S_IDLE          = 3'd0,
        S_SELECT        = 3'd1,
        S_PAY           = 3'd2,
        S_DISPENSE_ITEM = 3'd3,
        S_CALC_CHANGE   = 3'd4, 
        S_REFUND        = 3'd5, 
        S_OUT_CHANGE    = 3'd6; 
    reg [2:0] state;
    reg [7:0] balance;      
    reg [7:0] price;
    reg [7:0] change_due;           
    reg [7:0] final_change_display; 
    reg [1:0] item_ptr;     
    reg prev_sel, prev_ok, prev_c1, prev_c5, prev_c10;
    reg [2:0] item_leds;
    always @(*) begin
        case (item_ptr)
            2'd1: item_leds = 3'b001;
            2'd2: item_leds = 3'b010;
            2'd3: item_leds = 3'b100;
            default: item_leds = 3'b000;
        endcase
    end
    assign ITEM = (state == S_SELECT) ? item_leds : 3'b000;
    always @(negedge CLOCK or negedge nRESET) begin
        if (!nRESET) begin
            state <= S_IDLE;
            DISPENSE <= 1'b0;
            C1 <= 1'b0; C5 <= 1'b0; C10 <= 1'b0;
        end 
        else begin
            if (CANCEL) begin
                if (state != S_IDLE && state != S_OUT_CHANGE && state != S_REFUND) begin
                    state <= S_REFUND;
                    DISPENSE <= 1'b0; 
                    C1 <= 1'b0; C5 <= 1'b0; C10 <= 1'b0;
                end
            end
            else begin
                DISPENSE <= 1'b0;
                C1 <= 1'b0; C5 <= 1'b0; C10 <= 1'b0;
                case (state)
                    S_IDLE: begin
                        if (START) state <= S_SELECT;
                    end
                    S_SELECT: begin
                        if (OK && !prev_ok) state <= S_PAY;
                    end
                    S_PAY: begin
                        if (OK && !prev_ok && balance >= price) begin
                            state <= S_DISPENSE_ITEM;
                        end
                    end
                    S_DISPENSE_ITEM: begin
                        DISPENSE <= 1'b1; 
                        state <= S_CALC_CHANGE;
                    end
                    S_CALC_CHANGE: state <= S_OUT_CHANGE; 
                    S_REFUND: state <= S_OUT_CHANGE;      
                    S_OUT_CHANGE: begin
                        if (change_due == 8'd0) state <= S_IDLE;
                    end
                    default: state <= S_IDLE;
                endcase
            end
        end
    end
    always @(negedge CLOCK or negedge nRESET) begin
        if (!nRESET) begin
            balance <= 8'd0;
            price <= 8'd0;
            change_due <= 8'd0;
            final_change_display <= 8'd0;  
            item_ptr <= 2'd0;
            prev_sel <= 0; prev_ok <= 0;
            prev_c1 <= 0; prev_c5 <= 0; prev_c10 <= 0;
        end 
        else begin
            prev_sel <= SELECT;
            prev_ok <= OK;
            prev_c1 <= COIN_1;
            prev_c5 <= COIN_5;
            prev_c10 <= COIN_10;
            case (state)
                S_IDLE: begin
                    balance <= 8'd0;
                    change_due <= 8'd0;
                    if (START) begin
                        final_change_display <= 8'd0;  
                        item_ptr <= 2'd1;
                        price <= 8'd3;
                    end
                end
                S_SELECT: begin
                    if (SELECT && !prev_sel) begin
                        if (item_ptr == 2'd3) begin
                            item_ptr <= 2'd1;
                            price <= 8'd3;
                        end else begin
                            item_ptr <= item_ptr + 2'd1;
                            if (item_ptr == 2'd1) price <= 8'd5; 
                            else price <= 8'd12; 
                        end
                    end
                end
                S_PAY: begin
                    if (balance < price) begin
                        if (COIN_1 && !prev_c1)       balance <= balance + 8'd1;
                        else if (COIN_5 && !prev_c5)  balance <= balance + 8'd5;
                        else if (COIN_10 && !prev_c10) balance <= balance + 8'd10;
                    end
                end
                S_CALC_CHANGE: begin
                    change_due <= balance - price;
                    final_change_display <= balance - price;
                    balance <= 8'd0; 
                end
                S_REFUND: begin
                    change_due <= balance;
                    final_change_display <= balance;
                    balance <= 8'd0; 
                end
                S_OUT_CHANGE: begin
                    if (change_due >= 8'd10)      change_due <= change_due - 8'd10;
                    else if (change_due >= 8'd5)  change_due <= change_due - 8'd5;
                    else if (change_due >= 8'd1)  change_due <= change_due - 8'd1;
                end
            endcase
        end
    end
    assign DBG_COST   = price;
    assign DBG_PAID   = balance;
    assign DBG_CHANGE = final_change_display; 
endmodule
module VMC_DE10 (
    input  wire MAX10_CLK1_50,  
    input  wire [9:0] SW,       
    output wire [9:0] LEDR,     
    output wire [7:0] HEX0,     
    output wire [7:0] HEX1,     
    output wire [7:0] HEX2,     
    output wire [7:0] HEX3,     
    output wire [7:0] HEX4,     
    output wire [7:0] HEX5      
);
    wire w_slow_clk; 
    wire [7:0] w_cost;    
    wire [7:0] w_paid;
    wire [7:0] w_change;
    ClockDivider clk_div_inst (
        .clk_in  (MAX10_CLK1_50),
        .nReset  (SW[9]),
        .clk_out (w_slow_clk)
    );
    VMC vmc_inst (
        .CLOCK   (w_slow_clk),
        .nRESET  (SW[9]),
        .START   (SW[0]), .SELECT (SW[1]), .OK (SW[2]), .CANCEL (SW[3]),
        .COIN_1  (SW[4]), .COIN_5 (SW[5]), .COIN_10 (SW[6]),
        .ITEM    (LEDR[2:0]),
        .C1      (LEDR[5]), .C5 (LEDR[6]), .C10 (LEDR[7]),
        .DISPENSE(LEDR[9]),
        .DBG_COST   (w_cost),
        .DBG_PAID   (w_paid),
        .DBG_CHANGE (w_change)
    );
    HexTo7SegmentDecoder disp_paid_L (
        .hex(w_paid[3:0]), .dp(1'b1), .seg(HEX0)  
    );
    HexTo7SegmentDecoder disp_paid_H (
        .hex(w_paid[7:4]), .dp(1'b1), .seg(HEX1)  
    );
    HexTo7SegmentDecoder disp_change_L (
        .hex(w_change[3:0]), .dp(1'b1), .seg(HEX2) 
    );
    HexTo7SegmentDecoder disp_change_H (
        .hex(w_change[7:4]), .dp(1'b1), .seg(HEX3) 
    );
    HexTo7SegmentDecoder disp_cost_L (
        .hex(w_cost[3:0]), .dp(1'b1), .seg(HEX4) 
    );
    HexTo7SegmentDecoder disp_cost_H (
        .hex(w_cost[7:4]), .dp(1'b1), .seg(HEX5) 
    );
    assign LEDR[4:3] = 2'b00;
    assign LEDR[8]   = 1'b0;
endmodule
```
**design/flow/run.sh**
```bash
#!/bin/bash
# OpenROAD 26Q1-2900-gdf79404cd8, Yosys 0.63+post, stock flow scripts
make -C /OpenROAD-flow-scripts/flow DESIGN_CONFIG=/design/flow/config.mk WORK_HOME=/design/flow/orfs finish
```
**design/flow/config.mk**
```make
export PLATFORM = sky130hd
export DESIGN_NAME = VMC_DE10
export DESIGN_NICKNAME = VMC_DE10
export VERILOG_FILES = /design/flow/design.v
export SDC_FILE = /design/flow/constraint.sdc
export NUM_CORES = 4
export LEC_CHECK = 1
export CORE_UTILIZATION = 50
```
**design/flow/constraint.sdc**
```tcl
current_design VMC_DE10

set clk_period 4.3
set clk_io_pct 0.2

create_clock -name clk0 -period $clk_period [get_ports {MAX10_CLK1_50}]

set non_clock_inputs [all_inputs -no_clocks]
set_input_delay [expr $clk_period * $clk_io_pct] -clock clk0 $non_clock_inputs
set_output_delay [expr $clk_period * $clk_io_pct] -clock clk0 [all_outputs]
```
==> changes_impl.md <==
### Implementation results

- Worst rel slew slack: 0.451
- Primary FF master, synth: dfrtn_1
- Dpl cells: around 550
- Switching portion of total power: 0.209
- Cell taking the most area after synthesis: dfrtn_1
- Routed wire length per instance: 12.5 um
- Largest net degree at the start of global routing: 39
- Synth top area share: 0.196
- Gpl congestion: 0.826
- Area reported by Yosys stat: between 0.003 and 0.004 mm2
- Finished Layout Cells: 549
- Post-DP HPWL: 5320 um
- Crit path to: clk_div_inst.counter[20]
- Cycle use final: 0.450
- CTS resizes: 0
- RR Startpoint: clk_div_inst.counter[0]
- Layout cells sized above 1: 0.0582
- Routed vias: 2772
- Syn avg cell area: 8.95 um2
- PwrDens: between 100 and 150 mW/mm2
- Fmax: 517 MHz
- Slew Viols, Final: 0
- Vias in the first global route: 2531
- Ports: 69
- Die H: 91.1 um
- Setup TNS: 0 ps
- # Cells Yosys: ~440
- CTS tree: yes
- Cts hold-fix bufs: 0
- Core Util, Final: 0.522
- Global route overflow: 0
- Area growth from synthesis to layout: 1.29%
- Cells after synthesis: 443
- Overall Global Routing Usage: 0.180
- Mapped Area: 0.00397 mm2
- Skew-Pair Late Insertion Delay: approximately 260 ps
- Ys Warns: 9
- Core region area: approximately 0.0077 mm2
- CP required: 4490 ps
- DR DRC count: 0
- Sequential share of the synthesized area: 0.360
- Path depth of the worst reg2reg path: 6
- Routed vias/inst: 5.05
- Flop-to-flop setup slack: approximately 2400 ps
- First-pass GRT wire length: 12000 um
- Root Buffer: clkbuf_8
- Pwr Total: 0.426 mW
- Clock slew at reported path FFs: ~80 ps
- Crit path from: clk_div_inst.counter[0]
- Worst r2r dst: clk_div_inst.counter[20]
- Row count: 32
- Cts bufs inserted: 3
- PortBufs: 12
- Worst setup SP type: flop
- FF+latch count, synth: between 50 and 60
- Post-synth EDFFs: 0
- Yosys top cell by instances: buf_4
- Antenna viol nets, final: 0
- Diodes inserted: 0
- Fin. Hold Viols: 0
- Slew @ Worst Pin: 824 ps
- DR pass1 iterations: 4
- Sequential Power Share: 0.575
- Most frequent cells after synthesis: 55 x buf_4, 40 x nor2_1, 34 x nand2_1, 31 x dfrtn_1, 26 x dfrtp_1
- Initial antenna violation count: 0
- Crit. End Element: flop
- Post-synth area hogs: dfrtn_1 20%, dfrtp_1 16%, buf_4 10%, ha_1 6.0%, nor2_1 3.8%
- Status: complete, no violations
- Unique cell types: between 60 and 70
- Comb pwr share: 0.070
- Final Setup Violations: 0
- OpenROAD warnings: 36
- FP Core Util: 0.516
- Total wire length: 6860 um
- CTS max path bufs: 2
- Number of unconstrained endpoints: 35
- Period minus WS final: 1930 ps
- Crit path kind: flop to flop
- Post-CTS Setup Inserts: 0
- Worst Hold Launch: clk_div_inst.counter[24]
- Unrepaired setup endpoints after global routing: false
- Worst vdd ir: 0.227 mV
- Net switching power: 0.0889 mW
- Critical path arrival: 2120 ps
- H-tree depth: 1
- Drt first-iter violations: 81
- Register pins left without a clock: 31
- Cell-internal power: between 0.3 and 0.4 mW
- MaxCap Viol Count: 0
- CP Max Fanout: 5
- Setup Skew: 7.97 ps
- Clock power share: 0.355
- Die W: 91.1 um
- Die area: 0.00829 mm2
- Ys async rst share: 1.00
- Hold Path Class: flop to flop
- Leak: 1.84 nW
## cells in the final DEF, fill, tap and decap left out, types with 4 or more instances in the layout
cell             instances
xnor2_1                 15
ha_1                    19
nor2b_1                  9
a211oi_1                 5
nor3_1                   8
xor2_1                  15
dfrtp_1                 26
and3_1                   8
buf_4                    4
nor2_1                  40
and2_1                   6
mux2i_1                  4
or3_1                    4
nand4_1                  5
clkbuf_8                 4
conb_1                  54
nand2_1                 34
clkdlybuf4s50_1         11
o21ai_0                 19
dfrtn_1                 31
nand2b_1                 9
a21oi_1                 23
nand3_1                 14
inv_1                   20
## power groups by stage
stage | combinational (mW) | clock [mW] | sequential (mW)
CTS | 0.0317 | 0.159 | 0.245
global route | 0.0372 | 0.167 | 0.245
finish | 0.0298 | 0.151 | 0.245
## routing by layer
| layer | up-vias | global-route usage | share of wire |
|---|---|---|---|
| met5 | - | 0 | 0 |
| met4 | 0 | 0.0132 | 0.0066 |
| met3 | 4 | 0.00765 | 0.028 |
| met2 | 41 | 0.277 | 0.46 |
| met1 | 1299 | 0.307 | 0.50 |
| li1 | 1428 | - | - |
## final cells by class
cell class	count	area (um2)
Fill cell	727	3670
Multi-Input combinational cell	350	2190
Sequential cell	57	1430
Timing Repair Buffer	16	145
Tap cell	102	128
Inverter	20	75.1
Clock buffer	4	55.1
## how the worst min path moves through the flow
stage,end,depth (start not counted),slack [ps]
5_1_grt,clk_div_inst.clk_out,1,480
6_report,clk_div_inst.counter[24],1,480
4_1_cts,clk_div_inst.counter[24],1,480
## per-stage QoR
| step | setup slack [ps] | cell area (um2) | hold slack, ps |
|---|---|---|---|
| after global placement | 2350 | 3960 | 456 |
| after CTS | 2340 | 4020 | 478 |
| final | 2370 | 4020 | 476 |
| after global routing | 2180 | 4020 | 485 |
| after floorplan | 2540 | 4160 | 439 |
| after detailed placement | 2370 | 3960 | 463 |
## sequential cells by signal, summed over array words and instances (netlist names), 2 cells and up
signal / flops
clk_div_inst.counter: 25
vmc_inst.balance: 8
vmc_inst.change_due: 8
vmc_inst.item_ptr: 2
vmc_inst.price: 4
vmc_inst.state: 3
## critical path, cell delays in order, from the launching register on
cell and delay [ps]:
dfrtp_1 410, ha_1 260, nand3_1 200, nor3_2 320
nand2_1 190, or3_1 330, a21oi_1 150
## cell families after synthesis
family	count (synthesis)	share of synthesized area
and+or+nand+nor	156	0.205
buffers and inverters	88	0.138
xor gates and xnor gates	30	0.0663
DFF	57	0.360
adders and majority gates	20	0.0650
AOI/OAI and AO/OA	83	0.145
muxes	7	0.0186
other	2	0.00189
No activity file was given, so power comes from the tool's default toggle rates.
