==> design.v <==
module CustomSeqCounter #(
    parameter integer WIDTH   = 4,   
    parameter integer SEQ_LEN = 7,   
    parameter integer IDXW    = 3    
) (
    input  wire                 Clk,
    input  wire                 nReset,      
    input  wire                 load,        
    input  wire                 count_en,    
    input  wire                 up,          
    input  wire [WIDTH-1:0]     data_in,     
    output reg  [WIDTH-1:0]     Q
);
    localparam [WIDTH-1:0] S0  = { {(WIDTH-4){1'b0}}, 4'b0000 };  
    localparam [WIDTH-1:0] S2  = { {(WIDTH-4){1'b0}}, 4'b0010 };  
    localparam [WIDTH-1:0] S3  = { {(WIDTH-4){1'b0}}, 4'b0011 };  
    localparam [WIDTH-1:0] S6  = { {(WIDTH-4){1'b0}}, 4'b0110 };  
    localparam [WIDTH-1:0] S8  = { {(WIDTH-4){1'b0}}, 4'b1000 };  
    localparam [WIDTH-1:0] S9  = { {(WIDTH-4){1'b0}}, 4'b1001 };  
    localparam [WIDTH-1:0] S15 = { {(WIDTH-4){1'b0}}, 4'b1111 };  
    reg [IDXW-1:0] idx;
    function [WIDTH-1:0] seq_val;
        input [IDXW-1:0] i;
        begin
            case (i)
                3'd0: seq_val = S0;
                3'd1: seq_val = S2;
                3'd2: seq_val = S3;
                3'd3: seq_val = S6;
                3'd4: seq_val = S8;
                3'd5: seq_val = S9;
                3'd6: seq_val = S15;
                default: seq_val = S0;  
            endcase
        end
    endfunction
    function [IDXW-1:0] val_to_idx;
        input [WIDTH-1:0] v;
        begin
            case (v)
                S0  : val_to_idx = 3'd0;
                S2  : val_to_idx = 3'd1;
                S3  : val_to_idx = 3'd2;
                S6  : val_to_idx = 3'd3;
                S8  : val_to_idx = 3'd4;
                S9  : val_to_idx = 3'd5;
                S15 : val_to_idx = 3'd6;
                default: val_to_idx = 3'd0;  
            endcase
        end
    endfunction
    always @(posedge Clk or negedge nReset) begin
        if (!nReset) begin
            idx <= 3'd0;
            Q   <= seq_val(3'd0);
        end else if (load) begin
            idx <= val_to_idx(data_in);
            Q   <= seq_val(val_to_idx(data_in));
        end else if (count_en) begin
            if (up) begin
                idx <= (idx == SEQ_LEN-1) ? 3'd0 : (idx + 1'b1);
                Q   <= seq_val((idx == SEQ_LEN-1) ? 3'd0 : (idx + 1'b1));
            end else begin
                idx <= (idx == 3'd0) ? (SEQ_LEN-1) : (idx - 1'b1);
                Q   <= seq_val((idx == 3'd0) ? (SEQ_LEN-1) : (idx - 1'b1));
            end
        end
    end
endmodule
==> run.sh <==
#!/bin/bash
# OpenROAD 26Q1-2900-gdf79404cd8, Yosys 0.63+post, stock flow scripts
make -C /OpenROAD-flow-scripts/flow DESIGN_CONFIG=/design/flow/config.mk WORK_HOME=/design/flow/orfs finish
==> config.mk <==
export PLATFORM = sky130hd
export DESIGN_NAME = CustomSeqCounter
export DESIGN_NICKNAME = CustomSeqCounter
export VERILOG_FILES = /design/flow/design.v
export SDC_FILE = /design/flow/constraint.sdc
export NUM_CORES = 4
export LEC_CHECK = 1
export CORE_AREA = 10 10 70 70
export DIE_AREA = 0 0 80 80
==> constraint.sdc <==
current_design CustomSeqCounter

set clk_period 2.2
set clk_io_pct 0.2

create_clock -name clk0 -period $clk_period [get_ports {Clk}]

set non_clock_inputs [all_inputs -no_clocks]
set_input_delay [expr $clk_period * $clk_io_pct] -clock clk0 $non_clock_inputs
set_output_delay [expr $clk_period * $clk_io_pct] -clock clk0 [all_outputs]
==> qor.rpt <==
RUN STATUS
------------------------------------------------------------------------------------------
Run status                                                                    finished, final reports clean

FINISH
------------------------------------------------------------------------------------------
Logic cell area                                                                   553 um^2
Fin cells                                                                              155
Area of all placed cells without fillers                                          977 um^2
Final core occ                                                                       0.286
Filler cells                                                                           358
Area growth from synthesis to layout                                                 25.0%
Storage element area                                                              175 um^2
Ratio of cells with drive above 1 in the final layout                                0.101

CRITICAL PATH
------------------------------------------------------------------------------------------
Buffers plus inverters on the worst setup path                                           1
Slowest cell on the critical path                                                  dfrtp_1
Cell family contributing the most delay on the critical path                  AND-OR/OR-AND gates
Path type of the worst setup path                                                  reg2reg
Delay of the slowest cell on the worst path                                        0.43 ns
Startpoint type of the worst setup path                                          flip-flop
Endpoint class of the critical path                                              flip-flop
Critical Path, Cell by Cell                                                   inv_1 -> ha_1 -> nor3_2 -> o31a_1 -> a311oi_1 -> o31ai_1
Critical path data arrival time                                                    1.93 ns
Crit path DRT                                                                      2.32 ns
Max FO, Critical Path                                                                    5

STA
------------------------------------------------------------------------------------------
Number of pins exceeding their max-slew limit in the final report                        0
Slew at the pin with the worst max-slew slack                                     0.397 ns
Worst clock skew                                                                0.00295 ns
Number of setup violations in the final report                                           0
Shortest clock period the worst path allows after layout                           1.80 ns
Final Hold Vio Count                                                                     0
Final critical-path share of the clock period                                        0.819
Unrepaired setup endpoints after global routing                                         no
Setup total negative slack                                                            0 ns
Worst slew margin relative to its limit                                              0.736
Maximum achievable frequency                                                       555 MHz

SYNTH
------------------------------------------------------------------------------------------
Number of instances in the synthesized netlist                                          96
Top cell types by occurrence after synthesis                                  9 x nand2_1, 7 x dfrtp_1, 7 x ha_1
Yosys Chip Area                                                                   782 um^2
Cell Type Count                                                                         39
Post-synth EDFFs                                                                         0
Leading cell type by number of instances after synthesis                           nand2_1
Mean Syn Cell Area                                                               8.15 um^2
Flip-flop and latch count after synthesis                                                7
Number of warnings reported in the yosys synthesis log                                   1
Largest type area fraction                                                           0.224
Largest area contributor in the netlist                                            dfrtp_1
Asr flop ratio synth                                                                  1.00
Main flop type                                                                     dfrtp_1
Area contributors post-synth                                                  dfrtp_1 22%, ha_1 11%, nand2_1 4.3%, a21oi_1 3.8%, a211oi_1 3.8%
Post-synthesis sequential area ratio                                                 0.224
Count of instantiated cells in the yosys netlist                                        96
Cell Area, Synth                                                                  782 um^2

DETAILED ROUTING
------------------------------------------------------------------------------------------
Detailed-route vias per instance                                                      4.61
Number of remaining DRC errors                                                           0
Number of antenna diodes                                                                 0
Via count of the routed design                                                         715
Number of detailed-route iterations in the first pass                                    4
Final wirelength                                                                   1.83 mm
1st-iter DRT viols                                                                      52
Per-cell routed wire length                                                        11.8 um
Detail Route Antenna Nets                                                                0

FLOORPLANNING
------------------------------------------------------------------------------------------
Row Count                                                                               21
Placeable core region                                                         0.00342 mm^2
Initial Utilization                                                                  0.229
Die boundary height                                                                  80 um
DIE AREA                                                                      0.00640 mm^2
Io pins                                                                                 13
Die width                                                                            80 um

FLOW RUN
------------------------------------------------------------------------------------------
Count of warning messages emitted by the tools                                          31
Max capacitance violation total                                                          0

GLOBAL ROUTE
------------------------------------------------------------------------------------------
Global routing usage summed across all routing layers                               0.0546
Wire length of the first global-routing pass                                       2.93 mm
Total grt overflow                                                                       0
Pin count of the biggest net entering global routing                                    15
Number of antenna violations at the first check in global routing                        0
Vias in the first global route                                                         678

POWER AND IR DROP
------------------------------------------------------------------------------------------
Maximum VDD drop                                                                0.000239 V
Static power due to leakage                                                       0.383 nW
Total power per unit cell area                                                 500 mW/mm^2

CLOCK NETWORK
------------------------------------------------------------------------------------------
Deepest clock path buffer count                                                          2
Clock tree root driver cell                                                       clkbuf_4
Quantity of hold-fixing buffers added after cts                                          0
Resized Gates After CTS                                                                  0
CTS tree                                                                             built
Clock insertion delay at the later pin of the skew report                          0.25 ns
TritonCTS Buffers                                                                        3
Clock edge transition at the registers on the reported setup and hold paths        0.05 ns
Total clock sinks                                                                        7
Number of buffers inserted to repair setup after CTS                                     0
Clock H-tree levels                                                                      1

PLACED DESIGN
------------------------------------------------------------------------------------------
IO Port Bufs                                                                            12
Last weighted congestion value of the routability-driven placer                      0.830
Post-DP HPWL                                                                       1.49 mm
Placed Instance Area                                                              951 um^2
Cell total after placement                                                             151

HOLD PATH
------------------------------------------------------------------------------------------
Class of the worst hold path                                                      in2async

where the power goes:
part / switching [mW] / internal [mW]
logic: 0.107 / 0.104
clock network: 0.0462 / 0.0691
registers: 0.0173 / 0.145
per-stage QoR:
stage	setup slack (ns)	power [mW]	hold WS, ns
final	0.399	0.489	0.457
after global routing	0.269	0.527	0.486
after detailed placement	0.249	0.376	0.562
after floorplan	0.502	0.304	0.144
after global placement	0.261	0.375	0.556
after CTS	0.409	0.494	0.478
logic make-up (layout without fill, tap and decap cells):
group                      count (synthesis)  in the layout  share of synthesized area
xor gates and xnor gates                   4              4                     0.0448
DFF                                        7              7                      0.224
AOI/OAI and AO/OA                         35             35                      0.323
and+or+nand+nor                           32             32                      0.227
buffers and inverters                     11             24                     0.0688
adders and majority gates                  7              7                      0.112
worst register-to-register path, delay by kind of cell (launching register included):
kind / cells / cell delay, ns
flip-flops: 1 / 0.43
buffers and inverters: 1 / 0.17
AND/OR/NAND/NOR: 1 / 0.08
adder cells (fa/ha/maj): 1 / 0.30
AND-OR/OR-AND: 3 / 0.70
area by class of cell:
type / instances / area share
Sequential cell: 7 / 0.179
Timing Repair Buffer: 16 / 0.154
Clock buffer: 4 / 0.0269
Inverter: 4 / 0.0154
Tap cell: 46 / 0.0589
Multi-Input combinational cell: 78 / 0.566
final timing paths:
kind,from,to,slack (ns),cells past startpoint
max in group asynchronous,nReset,Q[0]$_DFFE_PN0P_,1.50,1
worst min register to register,Q[1]$_DFFE_PN0P_,Q[1]$_DFFE_PN0P_,0.57,2
worst min-delay path,nReset,Q[3]$_DFFE_PN0P_,0.46,1
worst max register to register,idx[1]$_DFFE_PN0P_,Q[1]$_DFFE_PN0P_,0.40,6
worst max-delay path,idx[1]$_DFFE_PN0P_,Q[1]$_DFFE_PN0P_,0.40,6
min in group clk0,Q[1]$_DFFE_PN0P_,Q[1]$_DFFE_PN0P_,0.57,2
layer usage:
layer	vias to the layer above	wire length (um)	track usage
li1	380	-	-
met5	-	0	0
met1	323	881	0.0706
met3	0	52	0.0136
met4	0	0	0.0123
met2	12	895	0.0891
placed cells by master (no fill, tap or decap), types with 3 or more instances in the layout:
cell | synthesis | layout
buf_4 | 0 | 4
nor2_1 | 6 | 6
a21oi_1 | 6 | 6
nor2b_1 | 3 | 3
nand2_1 | 9 | 9
dfrtp_1 | 7 | 7
clkbuf_4 | 0 | 3
a211oi_1 | 4 | 4
o31ai_1 | 4 | 4
ha_1 | 7 | 7
o21ai_0 | 4 | 4
nand2b_1 | 4 | 4
inv_1 | 4 | 4
clkdlybuf4s50_1 | 0 | 12
registers in the layout, summed over array words and instances, names as in the netlist:
| name | flops |
|---|---|
| idx | 3 |
| Q | 4 |
Power is estimated from default activity; no workload was simulated.
